[./run.sh]
#!/bin/bash
# OpenROAD 26Q1-2900-gdf79404cd8, Yosys 0.63+post, stock flow scripts
make -C /OpenROAD-flow-scripts/flow DESIGN_CONFIG=/design/flow/config.mk WORK_HOME=/design/flow/orfs finish
[./config.mk]
export PLATFORM = sky130hd
export DESIGN_NAME = ALU
export DESIGN_NICKNAME = ALU
export VERILOG_FILES = /design/flow/design.v
export SDC_FILE = /design/flow/constraint.sdc
export NUM_CORES = 4
export LEC_CHECK = 1
export CORE_UTILIZATION = 30
[./constraint.sdc]
current_design ALU

set clk_period 21.5
set clk_io_pct 0.2

create_clock -name clk0 -period $clk_period

set non_clock_inputs [all_inputs -no_clocks]
set_input_delay [expr $clk_period * $clk_io_pct] -clock clk0 $non_clock_inputs
set_output_delay [expr $clk_period * $clk_io_pct] -clock clk0 [all_outputs]
[./design.v]
`timescale 1ns / 1ps
module ALU(
    input [31:0] srcA,
    input [31:0] srcB,
    input [3:0] alu_fun,
    output logic [31:0] alu_result
    );
    always_comb begin
    case(alu_fun) 
        4'b0000: alu_result = srcA+srcB;  
        4'b1000: alu_result = srcA-srcB;  
        4'b0110: alu_result = srcA | srcB;  
        4'b0111: alu_result = srcA & srcB;  
        4'b0100: alu_result = srcA ^ srcB;  
        4'b0101: alu_result = srcA >> srcB[4:0];  
        4'b0001: alu_result = srcA << (srcB[4:0]);  
        4'b1101: alu_result = $signed(srcA) >>> srcB[4:0];  
        4'b0010: alu_result = ($signed(srcA) < $signed(srcB)) ? 32'b1 : 32'b0;  
        4'b0011: alu_result = (srcA < srcB) ? 32'b1 : 32'b0;  
        4'b1001: alu_result = srcA;  
        default: alu_result = 32'hDEADBEEF;
    endcase
    end
endmodule
==> CHANGELOG.md <==
## Implementation

- Layout cells sized above 1: about 8.0%
- Worst slew pin tran: 787 ps
- First-pass GRT wire length: 62,200 um
- PortBufs: 100
- Post-cts sizing count: 0
- Hpwl dp: approximately 32,000 um
- Ports: 100
- Number of core rows: 62
- 1st-iter DRT viols: 1,288
- Via density: 6.12
- ANT nets after route: 0
- Crit start category: input port
- Die footprint: 30,100 um2
- Met2 wire length: approximately 18,000 um
- Grt total ovfl: 0
- Max-cap violations: 0
- Slew headroom: a little under half
- Floorplan Utilization: between 30 and 40%
- Die Span Y: 173 um
- Register area: 0 um2
- Yosys Chip Area: 8820 um2
- Vias in the first global route: roughly 10,000
- Worst-case hold slack: ~9700 ps
- Met3 routed WL: 3990 um
- DR pass1 iterations: 6
- Most numerous logic cell after layout: nor2_1
- Wire per inst: roughly 24 um
- DRC Markers: 0
- Cycle use final: 60.4%
- Wirelength, routed: 41,300 um
- HP Class: in -> out
- Pwr/cell area: 26.8 nW/um2
- Via Count: 10,700
- Crit path max fanout: 76
- Core region area: 28,800 um2
- CP max-delay cell: buf_4
- Worst EP arrival: 8690 ps
- Critical path required time: between 15,000 and 20,000 ps
- Syn Inst Count: between 1,000 and 1,500
- Leak: 0.00404 uW
- Worst vdd ir: 0.0112 mV
- Maximum clock rate: 77.0 MHz
- Max incr delay on CP: 580 ps
- Metal-1 WL: 18,400 um
- Hold Vio Cnt, Final: 0
- Antenna violations before repair: 1
- Synth Area per Inst: ~6.5 um2
- RSZ-0062 raised after global routing: no
- DR top layer: met5
- Setup CP Type: in -> out
- Crit-path cells: buf_2 > buf_4 > clkinv_1 > buf_4 > ha_1 > o21ai_0 > o32ai_1 > nor4_1 > nor3_1 > a41oi_1 > o21ai_0 > a221oi_1 > xnor2_1 > a211o_1 > clkdlybuf4s50_1
- Setup ws final: 8510 ps
- Most common logic cells in the final layout: nor2_1, a21oi_1, o21ai_0
- Die Width: about 170 um
- Total Routing Usage GR: between 20% and 30%
- Seq share, synth: 0%
- Flop count: 0
- Final setup fails: 0
- Crit. End Element: output pin
- Largest net degree at the start of global routing: 77
- Post-layout min period: 12,990 ps
- Routability cong.: 1.01
- Setup_tns: 0 ps
- Ys Warns: 1
- Placement Setup Slack: 8550 ps
- N_diodes: 0
- Filler cell count: 3,088
- Number of setup buffers added after CTS: 0
- Tool Warnings: 99
- Yosys cell count: approximately 1,300
- Post-synth cell types: roughly 75
- Slew Viols, Final: 0
- CTS hold repair buffers: 0
- Run status: finished, final reports clean
- Area grow syn2layout: 14.4%
- Clock buffer count: 0
- Synth Cell Area: 8820 um2
## cell usage after synthesis, types with 7 or more instances
| library cell | instances | share of area [%] |
|---|---|---|
| buf_2 | 12 | 0.68 |
| a31oi_1 | 14 | 0.99 |
| mux4_2 | 41 | 10 |
| o31ai_1 | 12 | 1.0 |
| clkbuf_1 | 80 | 3.4 |
| a211oi_1 | 13 | 1.1 |
| or2_2 | 7 | 0.50 |
| o221ai_1 | 8 | 0.79 |
| o22ai_1 | 13 | 0.92 |
| nand2_1 | 104 | 4.4 |
| o21a_1 | 7 | 0.60 |
| a22oi_1 | 26 | 2.2 |
| or3_1 | 15 | 1.1 |
| o211ai_1 | 18 | 1.5 |
| a21oi_1 | 136 | 7.7 |
| inv_1 | 98 | 4.2 |
| o21bai_1 | 10 | 0.85 |
| a211o_1 | 9 | 0.89 |
| ha_1 | 99 | 14 |
| xnor2_1 | 24 | 2.4 |
| a311oi_1 | 9 | 0.89 |
| nor3_1 | 40 | 2.3 |
| o2111ai_1 | 18 | 1.8 |
| a221oi_1 | 12 | 1.2 |
| mux2i_1 | 38 | 4.3 |
| nand3_1 | 33 | 1.9 |
| nor2_1 | 180 | 7.7 |
| o21ai_0 | 120 | 6.8 |
| buf_1 | 21 | 0.89 |
| a21o_1 | 11 | 0.94 |
| nand2b_1 | 15 | 1.1 |
| nor2b_1 | 8 | 0.57 |
## metrics by stage
stage | area (um2) | std cells | util (%) | power, uW
CTS | 10100 | 1753 | 35.1 | 265
finish | 10100 | 1753 | 35.1 | 270
detailed placement | 10100 | 1753 | 35.1 | 263
global route | 10100 | 1753 | 35.1 | 293
floorplan | 8820 | 1349 | - | 165
global placement | 10100 | 1753 | 35.1 | 266
## power by group
| part | internal [uW] | leakage, uW | switching, uW | total, uW |
|---|---|---|---|---|
| combinational | 108 | 0.00404 | 162 | 270 |
| sequential | 0 | 0 | 0 | 0 |
| clock | 0 | 0 | 0 | 0 |
## routing by layer
metal  vias to the layer above  GRT usage (%)
met1                      5082           40.7
met2                       557           39.8
met3                        78           6.24
met5                         -              0
li1                       5009              -
met4                         2           7.52
## critical path: cells and delay by family
kind,cells,cell delay (ps)
AOI/OAI and AO/OA,6,1570
adders and majority gates,1,490
and+or+nand+nor,2,640
buffers and inverters,5,1510
xor gates and xnor gates,1,150
## area by class of cell
class / instances / area [um2] / area share (%)
Timing Repair Buffer: 134 / 1230 / 12.2
Multi-Input combinational cell: 1135 / 8010 / 79.3
Tap cell: 384 / 480 / 4.76
Inverter: 100 / 375 / 3.72
## worst paths after layout
path                          to  cells past startpoint  startpoint
hold / removal    alu_result[12]                      5  alu_fun[3]
setup / recovery  alu_result[31]                     15     srcB[3]
## logic make-up (layout without fill, tap and decap cells)
| kind of cell | count (synthesis) | in the layout | share of synthesized area (%) |
|---|---|---|---|
| multiplexers | 85 | 85 | 15.5 |
| AND/OR/NAND/NOR | 429 | 429 | 21.4 |
| XOR/XNOR | 29 | 29 | 2.88 |
| adder cells (fa/ha/maj) | 101 | 101 | 14.5 |
| AND-OR/OR-AND | 491 | 491 | 36.3 |
| buffers and inverters | 214 | 234 | 9.36 |
Power and IR drop assume default switching activity.
