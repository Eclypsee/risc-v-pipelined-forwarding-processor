`flow/config.mk`:
```
export PLATFORM = sky130hd
export DESIGN_NAME = REG_FILE
export DESIGN_NICKNAME = REG_FILE
export VERILOG_FILES = /design/flow/design.v
export SDC_FILE = /design/flow/constraint.sdc
export NUM_CORES = 4
export LEC_CHECK = 1
export CORE_UTILIZATION = 30
```
`flow/design.v`:
```
`timescale 1ns / 1ps
module REG_FILE(
    input en,
    input [4:0] adr1,
    input [4:0] adr2,
    input [4:0] w_adr,
    input [31:0] w_data,
    input clk,
    output [31:0] rs1,
    output [31:0] rs2
    );
    logic [31:0] register [0:31];
    initial begin
        int i;
        for (i=0; i<32; i=i+1) begin
            register[i] = 0;
        end
    end
    assign rs1 = register[adr1];
    assign rs2 = register[adr2];
    always_ff @(negedge clk) begin  
        if (en) begin
            if (w_adr != 0) begin
                register[w_adr] <= w_data;  
            end
        end
    end
endmodule
```
`flow/run.sh`:
```
#!/bin/bash
# OpenROAD 26Q1-2900-gdf79404cd8, Yosys 0.63+post, stock flow scripts
make -C /OpenROAD-flow-scripts/flow DESIGN_CONFIG=/design/flow/config.mk WORK_HOME=/design/flow/orfs finish
```
`flow/constraint.sdc`:
```
current_design REG_FILE

set clk_period 8.0
set clk_io_pct 0.2

create_clock -name clk0 -period $clk_period [get_ports {clk}]

set non_clock_inputs [all_inputs -no_clocks]
set_input_delay [expr $clk_period * $clk_io_pct] -clock clk0 $non_clock_inputs
set_output_delay [expr $clk_period * $clk_io_pct] -clock clk0 [all_outputs]
```
==> results.yml <==
# flow metrics
timing:
  tns_ns: 0
  max-slew-margin-rel_pct: 46.9
  setup_violations: 0
  final_number_of_hold_violating_endpoints: 0
  rsz_0062_raised_after_global_routing: "true"
  final_max_slew_viols: 0
  worst_pin_slew_ns: 0.797
logic_synthesis:
  post_synth.cell_area_avg_um2: 14.4
  dominant_kind_of_combinational_cell: "multiplexers"
  synth_adder_area_share_pct: 0
  muxShareOfSynthArea_pct: 21.0
  synth_top_cell_by_area: "sky130_fd_sc_hd__edfxtp_1"
  post_synth_and_or_nand_nor_area_fraction_pct: 4.71
  post_synth_main_area_contributors: "sky130_fd_sc_hd__edfxtp_1, sky130_fd_sc_hd__mux2i_1, sky130_fd_sc_hd__a22oi_1"
  ys_ff: 1024
  yosys-stat-cells: 3387
  top_area_share_pct: 63.1
  yosys.stat.chipArea_mm2: 0.0488
  synth.cell_area_mm2: 0.0488
  synth_instances: 3387
  synth_compound_gate_area_share_pct: 8.05
  yosys_warnings: 1
  yosysUniqueCellTypes: 25
  ys_seq_share_pct: 63.1
  synthXorXnorAreaFrac_pct: 0
cells_and_area:
  drive_above_1_share_pct: 11.1
  logic_area_mm2: 0.0176
  register_area_mm2: 0.0307
  fillCellCount: 14757
  syn_to_final_growth_pct: 27.2
  largest_register: "register"
  cell_area_after_layout_mm2: 0.0620
  flip_flop_count_of_the_largest_register_after_layout: 1024
  reg.largest.list: "register x1024"
  final_cell_mix: "sky130_fd_sc_hd__inv_1, sky130_fd_sc_hd__mux2i_1, sky130_fd_sc_hd__edfxtp_1"
  final_layout_top_logic_cell: "sky130_fd_sc_hd__inv_1"
drt:
  route.detailed.wl_per_inst_um: 23.0
  viasPerCell: 5.08
  initialDrtViolationCount: 2280
  route.detailed.drc: 0
  postRouteWirelength_mm: 158
  routed-via-count: 34779
  drt_first_pass_iters: 5
  antenna_left: 0
setup_path:
  critical_path.cell_chain: "mux2i_1 > a22oi_1 > nand3_2 > nand3_1 > clkdlybuf4s50_1"
  max_stage_delay_ns: 0.50
  worst-endpoint-arrival_ns: 6.34
  setup.worst_path.start_class: "flip-flop"
  critPathSlowestCell: "sky130_fd_sc_hd__clkdlybuf4s50_1"
  timing.critical_path.to_type: "output port"
  critical-path-top-delay-family: "buffers and inverters"
  critPathMaxFanout: 2
  worstPathRequired_ns: 6.40
  critPathBufInv: 1
  critical_path_class: "flip-flop to output port"
floorplanning:
  chipWidth_um: 405
  placementRows: 147
  core_util_floorplan_pct: 30.3
  design.die.area_mm2: 0.164
  fp.dieH_um: 405
  core_mm2: 0.161
  io-pin-count: 113
clock_tree:
  cts_inserted_buffers: 112
  clkSlewWorstSetupHoldPaths_ns: 0.05
  cts-root-to-sink-buffers: 3
  cts_root_buffer: "sky130_fd_sc_hd__clkbuf_16"
  cts.htree.levels: 3
  clock_sink_count: 1024
  postCtsHoldBufs: 0
  tritoncts: "done"
placement:
  dpl_cell_area_mm2: 0.0536
  place_hpwl_mm: 93.0
  io_buffer_count: 112
  finalWeightedCongestion: 0.878
worst_hold_path:
  min-delay-path-class: "primary input to output port"
run:
  drv_cap: 0
  tool_warnings: 1030
power:
  vdd.ir_drop.worst_uv: 225
  leakagePower_nw: 26.9
  total_power_w: 0.0145
  power_per_cell_area_mw_per_mm2: 233
global_route:
  globalRouteTotalUtil_pct: 20.2
  grt_max_degree: 77
  grt_first_pass_wirelength_mm: 229
  first_global_vias: 37985
  gr-total-overflow: 0
  antenna_found_initial: 11
status:
  run_status: "completed"
[worst min-delay path, cell delays in order]
cell and delay [ns]:
sky130_fd_sc_hd__buf_8 0.21, sky130_fd_sc_hd__mux2i_1 0.21, sky130_fd_sc_hd__nand2_1 0.07, sky130_fd_sc_hd__a31oi_1 0.13, sky130_fd_sc_hd__nand3_2 0.18, sky130_fd_sc_hd__clkbuf_2 0.18
[layer usage]
| metal | up-vias | GRT usage (%) | part of all wire [%] |
|---|---|---|---|
| met5 | - | 0 | 0.029 |
| met4 | 10 | 8.10 | 3.1 |
| met3 | 319 | 13.7 | 14 |
| met2 | 1884 | 29.2 | 46 |
| met1 | 16774 | 23.8 | 37 |
| li1 | 15792 | - | - |
[cell usage after synthesis]
cell type                  number
sky130_fd_sc_hd__buf_4         52
sky130_fd_sc_hd__and2_1         2
sky130_fd_sc_hd__inv_1          1
sky130_fd_sc_hd__conb_1         1
sky130_fd_sc_hd__buf_2         79
sky130_fd_sc_hd__or2_2          2
sky130_fd_sc_hd__nor2_1        34
sky130_fd_sc_hd__clkbuf_1      71
sky130_fd_sc_hd__clkbuf_4       4
sky130_fd_sc_hd__a22oi_1      192
sky130_fd_sc_hd__nand2b_1       4
sky130_fd_sc_hd__buf_6         37
sky130_fd_sc_hd__nand3_1      194
sky130_fd_sc_hd__buf_1         10
sky130_fd_sc_hd__nand2_1      195
sky130_fd_sc_hd__mux2i_1     1024
sky130_fd_sc_hd__a31oi_1       64
sky130_fd_sc_hd__or3b_2         3
sky130_fd_sc_hd__nor3_1        64
sky130_fd_sc_hd__a22o_1       128
sky130_fd_sc_hd__nor2b_1        4
sky130_fd_sc_hd__nand3b_1       5
sky130_fd_sc_hd__or3_1          1
sky130_fd_sc_hd__a21oi_1      192
sky130_fd_sc_hd__edfxtp_1    1024
[layout make-up]
cell class                      count  share of cell area (%)
Multi-Input combinational cell   2140                    28.4
Tap cell                         2160                    4.36
Timing Repair Buffer              292                    5.36
Sequential cell                  1024                    49.6
Clock inverter                   1114                    7.66
Clock buffer                      114                    4.60
Antenna cell                        3                  0.0121
[per-stage QoR]
stage / utilization [%] / hold slack [ns] / cells / worst slack [ns]
floorplan: - / 3.46 / 3418 / -0.0199
global placement: 33.3 / 4.70 / 5617 / 0.211
detailed placement: 33.3 / 4.70 / 5617 / 0.225
CTS: 38.4 / 4.35 / 6843 / -0.00134
global route: 38.5 / 4.30 / 6847 / -0.0332
finish: 38.5 / 4.29 / 6847 / 0.0572
[cell families after synthesis]
group	after synthesis
buf+inv	254
other cells	1
flops	1024
simple gates	508
mux	1024
compound gates	576
[final timing paths]
| path | slack [ns] | startpoint | cells past startpoint | end |
|---|---|---|---|---|
| worst max-delay path | 0.06 | register[10][2] | 5 | rs2[2] |
| worst min-delay path | 4.29 | adr1[1] | 6 | rs1[9] |
[report_power, final]
group | total [W] | leakage, nW | switching (W) | internal [W]
combinational | 0.00121 | 10.3 | 0.000756 | 0.000452
sequential | 0.00607 | 9.25 | 0.0000316 | 0.00603
clock | 0.00718 | 7.32 | 0.00338 | 0.00380
total | 0.0145 | 26.9 | 0.00416 | 0.0103
[what timing repair did]
item | in CTS | in global routing
hold endpoints to repair | 0 | 0
resized | 122 | 65
pin swaps | 25 | 58
endpoints found under the setup margin | 54 | 48
buffers inserted | 1 | 2
cloned | 0 | 0
Power figures rest on the tool's default switching activity, not on a simulated workload.
