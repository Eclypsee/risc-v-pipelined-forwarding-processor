==> flow/design.v <==
`timescale 1ns / 1ps
module BCD(
    input [15:0] HEX,
    output logic [3:0] THOUSANDS,
    output logic [3:0] HUNDREDS,
    output logic [3:0] TENS,
    output logic [3:0] ONES
    );
    int i;
    always_comb begin
        THOUSANDS = 4'h0;  
        HUNDREDS = 4'h0;
        TENS = 4'h0;
        ONES = 4'h0;
        for (i=15; i>=0; i=i-1) begin
            if (THOUSANDS >= 5)
                THOUSANDS = THOUSANDS + 3;
            if (HUNDREDS >= 5)
                HUNDREDS = HUNDREDS + 3;
            if (TENS >= 5)
                TENS = TENS + 3;
            if (ONES >= 5)
                ONES = ONES + 3;
            THOUSANDS = {THOUSANDS[2:0],HUNDREDS[3]};
            HUNDREDS = {HUNDREDS[2:0],TENS[3]};
            TENS = {TENS[2:0],ONES[3]};
            ONES = {ONES[2:0],HEX[i]};
       end
   end
endmodule
`timescale 1ns / 1ps
module CathodeDriver(
    input CLK,
    input [15:0] HEX,
    output logic [7:0] CATHODES,
    output logic [3:0] ANODES
    );
    logic s_clk_500 = 1'b0;              
    logic [1:0] r_disp_digit = 2'b00;    
    logic [19:0] clk_div_counter = 20'h00000;
	always_ff @(posedge CLK) begin
        clk_div_counter = clk_div_counter + 1;
        if ( clk_div_counter == 20'h186A0) begin
            clk_div_counter = 20'h00000;
            s_clk_500 = ~s_clk_500;    
        end
    end
    always_ff @(posedge s_clk_500) begin
        case (r_disp_digit)
            2'b00: begin
                ANODES= 4'b1110;
                case (HEX[3:0])
                    4'b0000: CATHODES = 8'b10000001;  
                    4'b0001: CATHODES = 8'b11001111;  
                    4'b0010: CATHODES = 8'b10010010;  
                    4'b0011: CATHODES = 8'b10000110;  
                    4'b0100: CATHODES = 8'b11001100;  
                    4'b0101: CATHODES = 8'b10100100;  
                    4'b0110: CATHODES = 8'b10100000;  
                    4'b0111: CATHODES = 8'b10001111;  
                    4'b1000: CATHODES = 8'b10000000;  
                    4'b1001: CATHODES = 8'b10001100;  
                    4'b1010: CATHODES = 8'b10001000;  
                    4'b1011: CATHODES = 8'b11100000;  
                    4'b1100: CATHODES = 8'b10110001;  
                    4'b1101: CATHODES = 8'b11000010;  
                    4'b1110: CATHODES = 8'b10110000;  
                    4'b1111: CATHODES = 8'b10111000;  
                    default: CATHODES = 8'b11111111;  
                endcase
            end
            2'b01: begin
                ANODES= 4'b1101;
                case (HEX[7:4])
                    4'b0000: CATHODES = 8'b10000001;
                    4'b0001: CATHODES = 8'b11001111;
                    4'b0010: CATHODES = 8'b10010010;
                    4'b0011: CATHODES = 8'b10000110;
                    4'b0100: CATHODES = 8'b11001100;
                    4'b0101: CATHODES = 8'b10100100;
                    4'b0110: CATHODES = 8'b10100000;
                    4'b0111: CATHODES = 8'b10001111;
                    4'b1000: CATHODES = 8'b10000000;
                    4'b1001: CATHODES = 8'b10001100;
                    4'b1010: CATHODES = 8'b10001000;  
                    4'b1011: CATHODES = 8'b11100000;
                    4'b1100: CATHODES = 8'b10110001;
                    4'b1101: CATHODES = 8'b11000010;
                    4'b1110: CATHODES = 8'b10110000;
                    4'b1111: CATHODES = 8'b10111000;
                    default: CATHODES = 8'b11111111;  
                endcase
            end
            2'b10: begin
                ANODES= 4'b1011;
                case (HEX[11:8])
                    4'b0000: CATHODES = 8'b10000001;
                    4'b0001: CATHODES = 8'b11001111;
                    4'b0010: CATHODES = 8'b10010010;
                    4'b0011: CATHODES = 8'b10000110;
                    4'b0100: CATHODES = 8'b11001100;
                    4'b0101: CATHODES = 8'b10100100;
                    4'b0110: CATHODES = 8'b10100000;
                    4'b0111: CATHODES = 8'b10001111;
                    4'b1000: CATHODES = 8'b10000000;
                    4'b1001: CATHODES = 8'b10001100;
                    4'b1010: CATHODES = 8'b10001000;  
                    4'b1011: CATHODES = 8'b11100000;
                    4'b1100: CATHODES = 8'b10110001;
                    4'b1101: CATHODES = 8'b11000010;
                    4'b1110: CATHODES = 8'b10110000;
                    4'b1111: CATHODES = 8'b10111000;
                    default: CATHODES = 8'b11111111;  
                endcase
            end
            2'b11: begin
                ANODES= 4'b0111;
                case (HEX[15:12])
                    4'b0000: CATHODES = 8'b10000001;
                    4'b0001: CATHODES = 8'b11001111;
                    4'b0010: CATHODES = 8'b10010010;
                    4'b0011: CATHODES = 8'b10000110;
                    4'b0100: CATHODES = 8'b11001100;
                    4'b0101: CATHODES = 8'b10100100;
                    4'b0110: CATHODES = 8'b10100000;
                    4'b0111: CATHODES = 8'b10001111;
                    4'b1000: CATHODES = 8'b10000000;
                    4'b1001: CATHODES = 8'b10001100;
                    4'b1010: CATHODES = 8'b10001000;  
                    4'b1011: CATHODES = 8'b11100000;
                    4'b1100: CATHODES = 8'b10110001;
                    4'b1101: CATHODES = 8'b11000010;
                    4'b1110: CATHODES = 8'b10110000;
                    4'b1111: CATHODES = 8'b10111000;
                    default: CATHODES = 8'b11111111;  
                endcase
            end
            default: begin       
                ANODES = 4'hF;
                CATHODES = 8'hFF;
                r_disp_digit = 2'b00;
            end
        endcase
        r_disp_digit = r_disp_digit + 1;
    end
endmodule
`timescale 1ns / 1ps
module SevSegDisp(
    input CLK,             
    input MODE,            
    input [15:0] DATA_IN,
    output [7:0] CATHODES,
    output [3:0] ANODES
    );
    logic [15:0] BCD_Val;
    logic [15:0] Hex_Val;
    BCD BCDMod (.HEX(DATA_IN), .THOUSANDS(BCD_Val[15:12]),
                .HUNDREDS(BCD_Val[11:8]), .TENS(BCD_Val[7:4]),
                .ONES(BCD_Val[3:0]));
    CathodeDriver CathMod (.HEX(Hex_Val), .CLK(CLK), .CATHODES(CATHODES),
                            .ANODES(ANODES));
    always_comb begin
        if (MODE == 1'b1)
            Hex_Val = BCD_Val;
        else
            Hex_Val = DATA_IN;
    end
endmodule
==> flow/run.sh <==
#!/bin/bash
# OpenROAD 26Q1-2900-gdf79404cd8, Yosys 0.63+post, stock flow scripts
make -C /OpenROAD-flow-scripts/flow DESIGN_CONFIG=/design/flow/config.mk WORK_HOME=/design/flow/orfs finish
==> flow/config.mk <==
export PLATFORM = sky130hd
export DESIGN_NAME = SevSegDisp
export DESIGN_NICKNAME = SevSegDisp
export VERILOG_FILES = /design/flow/design.v
export SDC_FILE = /design/flow/constraint.sdc
export NUM_CORES = 4
export LEC_CHECK = 1
export CORE_UTILIZATION = 40
==> flow/constraint.sdc <==
current_design SevSegDisp

set clk_period 3.9
set clk_io_pct 0.2

create_clock -name clk0 -period $clk_period [get_ports {CLK}]

set non_clock_inputs [all_inputs -no_clocks]
set_input_delay [expr $clk_period * $clk_io_pct] -clock clk0 $non_clock_inputs
set_output_delay [expr $clk_period * $clk_io_pct] -clock clk0 [all_outputs]
==> Changelog: implementation <==
### Implementation results

- Crit path max fanout: 6
- Initial DRC count: 554
- Reg-to-Reg End: CathMod.clk_div_counter[0]$_SDFF_PN0_
- Count of tool warnings: 56
- Antenna violations before repair: 0
- CP startpoint: CathMod.clk_div_counter[2]$_SDFF_PN0_
- Main flop type: dfxtp_1
- Area reported by Yosys stat: 0.00812 mm2
- Final std cell area, no fill: 0.00860 mm2
- Synth area leaders: ha_1, dfxtp_1, nor2_1
- Gr ovfl total: 0
- I/O Buffers: 28
- Min cycle time layout: 2770 ps
- Mux contribution to synthesized area: 5.33%
- CP dominant cell by count: nor2_1
- Slew Limit Fails: 0
- Die height: 144 um
- Yosys reg bits: 34
- I/O pin cnt: 30
- Cell chain of the critical path: nand3_1, nor2_1, nand3_1, nor2_1, xor2_1, nor4b_1, nor4bb_1, buf_4, nor2_1
- Simple Share, Synth: 26.6%
- Hold WS: 450 ps
- Endpoints left unconstrained: 24
- Die Width: 144 um
- Worst reg-to-reg setup slack: 1130 ps
- DR pass1 iterations: 7
- Die Area: 0.0209 mm2
- Via density: 6.02
- RD Place Congestion: 0.903
- Seq/Total Area, Yosys: 8.51%
- Post-DP Area: 0.00852 mm2
- DP Wirelength: 15600 um
- CP Class: reg -> reg
- Yosys top cell by area: ha_1
- Fin util: 43.7%
- RSZ-0062 raised after global routing: false
- Syn-to-layout area delta: 5.90%
- Max_slew headroom: 44.7%
- Yosys cell types: 118
- Worst Path Buf+Inv: 1
- Status: finished, final reports clean
- Synth logic family: AND-OR/OR-AND gates
- Netlist Area Pre-Place: 0.00812 mm2
- Post-Layout Cell Count: 1379
- Antenna cell count: 0
- Max_cap viols: 0
- Clk_skew: 1.95 ps
- AND-OR/OR-AND Cells, Area Fraction: 37.4%
- Post-CTS Setup Bufs: 0
- Final WS setup: 1130 ps
- Asr flop ratio synth: 0%
- Hold WC Path Type: reg -> reg
- Worst-path clk slew: 50 ps
- Worst EP arrival: 2900 ps
- Crit. End Element: flop
- Worst path depth: 9
- EDFF count, synth: 1
- CTS H-tree depth: 1
- Cell count in the Yosys report: 1129
- ANT nets after route: 0
- Latency at later pin: 250 ps
- Total CTS buffers: 3
- Register pins left without a clock: 13
- FP Util: 41.3%
- Drt drc: 0
- CP max-delay cell: nor4bb_1
- Avg WL per Cell: 14.5 um
- Critical Path Max Stage Delay: 730 ps
- XOR/XNOR Fraction of Synth Area: 4.89%
- Syn. warnings: 3
- Worst Tran Pin Value: 828 ps
- Syn_area_per_cell: 7.19 um2
- Setup violations, final: 0
- FMAX: 0.361 GHz
- Total track usage: 19.3%
- Final hold violations: 0
- Worst R2R Start: CathMod.clk_div_counter[2]$_SDFF_PN0_
- CTS Root Cell: clkbuf_16
- Core area: 0.0197 mm2
- Hold buffer count at cts: 0
- Cell total after placement: 1375
- Top cell area share: 9.87%
- Type of origin of the critical path: flop
- First-pass GRT wire length: 33600 um
- Site Rows: 51
- Post-place setup slack: 1220 ps
- Share of layout cells above drive strength 1: 7.81%
- CTS tree: built
- Crit path capture: CathMod.clk_div_counter[0]$_SDFF_PN0_
- Family with the most delay on the worst path: simple AND/OR/NAND/NOR gates
- Worst Path Required: 4030 ps
- Post-Synthesis Cells: 1129
- Via count: 8308
- Routed wire length: 20000 um
- Pin count of the biggest net entering global routing: 29
- Post_cts resized: 0
- Fa+ha+maj area frac: 10.0%
- Clk buf depth: 2
- Crit share post-route: 71.0%
- Setup TNS: 0 ps
- Cell count of the worst reg-to-reg path: 9
- Via count of the first global-routing pass: 7136
-- placed cells by master (no fill, tap or decap), types with 7 or more instances in the layout --
cell,instances
nor4_1,13
buf_4,8
o21ai_0,49
o211a_1,8
ha_1,64
nand2_1,87
o22ai_1,11
o2111ai_1,9
or3_1,13
a211oi_1,14
clkdlybuf4s50_1,28
o211ai_1,29
xor2_1,10
and2_1,11
nand2b_1,9
nor3_1,41
mux2i_1,29
a31oi_1,24
o32ai_1,8
a21oi_1,59
mux2_2,8
and3_1,19
o21ai_1,9
a21o_1,15
nand3_1,50
o21a_1,9
nor2b_1,8
nand4_1,13
a221oi_1,13
nor2_1,103
xnor2_1,24
inv_1,79
o31ai_1,8
a221o_1,7
dfxtp_1,33
o221ai_1,9
-- synthesized netlist by cell type, types with 29 or more instances --
| library cell | count |
|---|---|
| a21oi_1 | 59 |
| clkbuf_1 | 33 |
| dfxtp_1 | 33 |
| ha_1 | 64 |
| inv_1 | 79 |
| mux2i_1 | 29 |
| nand2_1 | 87 |
| nand3_1 | 50 |
| nor2_1 | 103 |
| nor3_1 | 41 |
| o211ai_1 | 29 |
| o21ai_0 | 49 |
-- state kept, by name, indices dropped and copies added, names as in the netlist --
register and flops:
CathMod.s_clk_500 1, CathMod.ANODES 4, CathMod.r_disp_digit 2, CathMod.clk_div_counter 20, CathMod.CATHODES 7
-- logic make-up (layout without fill, tap and decap cells) --
kind of cell / after synthesis / count (layout)
fa+ha+maj: 65 / 65
xor+xnor: 39 / 39
flops: 34 / 34
compound gates: 387 / 387
mux: 41 / 41
simple gates: 423 / 423
buf+inv: 139 / 124
other cells: 1 / 1
-- cell type report --
class / instances / area (um2)
clock buffer: 4 / 78.8
timing repair buffer: 36 / 340
inverter: 84 / 315
sequential: 34 / 691
fill: 2032 / 11100
tap: 265 / 332
multi-input combinational: 956 / 6840
-- routing by layer --
layer  routed length [um]  global-route usage [%]  vias to the layer above
met5                    0                       0                        -
li1                     -                       -                     4304
met4                  151                    1.83                        0
met1                10400                    30.2                     3821
met2                 8810                    30.5                      169
met3                  635                   0.674                       14
-- worst reg2reg max path, stage by stage (launching register included) --
cell,delay (ps)
dfxtp_1,370
nand3_1,120
nor2_1,220
nand3_1,150
nor2_1,240
xor2_1,120
nor4b_1,400
nor4bb_1,730
buf_4,270
nor2_1,50
-- how the worst min path moves through the flow --
stage | startpoint | end | cells after the start
4_1_cts | CathMod.clk_div_counter[19]$_SDFF_PN0_ | CathMod.clk_div_counter[19]$_SDFF_PN0_ | 1
5_1_grt | CathMod.clk_div_counter[19]$_SDFF_PN0_ | CathMod.clk_div_counter[19]$_SDFF_PN0_ | 1
6_report | CathMod.clk_div_counter[19]$_SDFF_PN0_ | CathMod.clk_div_counter[19]$_SDFF_PN0_ | 1
